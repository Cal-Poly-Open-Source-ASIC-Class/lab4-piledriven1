$ cat design.v
`timescale 1ns / 1ps
module afifo #(
    parameter DATA_WIDTH = 32
) (
    input logic clk_w, clk_r,
    input logic arst,
    input logic we_i, re_i,
    input logic [DATA_WIDTH-1:0] data_w,
    output logic [DATA_WIDTH-1:0] data_r,
    output logic full, empty
);
    localparam DEPTH = 8;
    localparam PTR_WIDTH = $clog2(DEPTH);
    logic [PTR_WIDTH:0] g_wptr_sync, g_rptr_sync;
    logic [PTR_WIDTH:0] b_wptr, b_rptr;
    logic [PTR_WIDTH:0] g_wptr, g_rptr;
    logic [PTR_WIDTH-1:0] waddr, raddr;
    synchronizer #(PTR_WIDTH) sync_wptr (
        .*,
        .clk(clk_r),
        .d_in(g_wptr),
        .d_out(g_wptr_sync)
    );
    synchronizer #(PTR_WIDTH) sync_rptr (
        .*,
        .clk(clk_w),
        .d_in(g_rptr),
        .d_out(g_rptr_sync)
    );
    wptr_handler #(PTR_WIDTH) wptr_h(
        .*,
        .w_en(we_i)
    );
    rptr_handler #(PTR_WIDTH) rptr_h(
        .*,
        .r_en(re_i)
    );
    fifo_mem #(DATA_WIDTH, DEPTH) fifo_mem(
        .*,
        .w_en(we_i),
        .r_en(re_i),
        .data_in(data_w),
        .data_out(data_r)
    );
endmodule
`timescale 1ns / 1ps
module fifo_mem #(
    parameter DATA_WIDTH = 8,
    parameter DEPTH = 8,
    localparam PTR_WIDTH = $clog2(DEPTH)
) (
    input logic clk_w, clk_r, arst,
    input logic w_en, r_en,
    input logic [PTR_WIDTH:0] b_wptr, b_rptr,
    input logic [DATA_WIDTH-1:0] data_in,
    input logic full, empty,
    output logic [DATA_WIDTH-1:0] data_out
);
    logic [DATA_WIDTH-1:0] fifo[DEPTH];
    always_ff @ (posedge clk_w) begin
        if(w_en & !full) begin
            fifo[b_wptr[PTR_WIDTH-1:0]] <= data_in;
        end
    end
    always_ff @(posedge clk_r) begin
        if(arst) begin
            data_out <= 0;
        end
        else if(r_en & !empty) begin
            data_out <= fifo[b_rptr[PTR_WIDTH-1:0]];
        end
    end
endmodule
`timescale 1ns / 1ps
module rptr_handler #(
    parameter PTR_WIDTH=3
) (
    input logic clk_r, arst, r_en,
    input logic [PTR_WIDTH:0] g_wptr_sync,
    output logic [PTR_WIDTH:0] b_rptr, g_rptr,
    output logic empty
);
    logic [PTR_WIDTH:0] b_rptr_next;
    logic [PTR_WIDTH:0] g_rptr_next;
    logic rempty;
    assign b_rptr_next = b_rptr + { {3'b0}, {(r_en & !empty)} };
    assign g_rptr_next = (b_rptr_next >> 1) ^ b_rptr_next;
    assign rempty = (g_wptr_sync == g_rptr_next);
    always_ff @ (posedge clk_r) begin
        if(arst) begin
            b_rptr <= 0;
            g_rptr <= 0;
        end
        else begin
            b_rptr <= b_rptr_next;
            g_rptr <= g_rptr_next;
        end
    end
    always_ff @ (posedge clk_r) begin
        empty <= (arst) ? 1 : rempty;
    end
endmodule
`timescale 1ns / 1ps
module synchronizer #(
    parameter WIDTH=3
) (
    input logic clk, arst,
    input logic [WIDTH:0] d_in,
    output logic [WIDTH:0] d_out
);
    logic [WIDTH:0] q1;
    always_ff @ (posedge clk) begin
        if(arst) begin
            q1 <= 0;
            d_out <= 0;
        end
        else begin
            q1 <= d_in;
            d_out <= q1;
        end
    end
endmodule
`timescale 1ns / 1ps
module wptr_handler #(
    parameter PTR_WIDTH=3
) (
    input logic clk_w, arst, w_en,
    input logic [PTR_WIDTH:0] g_rptr_sync,
    output logic [PTR_WIDTH:0] b_wptr, g_wptr,
    output logic full
);
    logic [PTR_WIDTH:0] b_wptr_next;
    logic [PTR_WIDTH:0] g_wptr_next;
    logic wrap_around;
    logic wfull;
    assign b_wptr_next = b_wptr + {{3'b0}, {(w_en & !full)}};
    assign g_wptr_next = (b_wptr_next >>1)^b_wptr_next;
    always_ff @ (posedge clk_w) begin
        if(arst) begin
            b_wptr <= 0;  
            g_wptr <= 0;
        end
        else begin
            b_wptr <= b_wptr_next;  
            g_wptr <= g_wptr_next;  
        end
    end
    always_ff @ (posedge clk_w) begin
        full <= (arst) ? 0 : wfull;
    end
    assign wfull = (g_wptr_next == {~g_rptr_sync[PTR_WIDTH:PTR_WIDTH-1], g_rptr_sync[PTR_WIDTH-2:0]});
endmodule
$ cat run.sh
#!/bin/bash
# OpenROAD 26Q1-2900-gdf79404cd8, Yosys 0.63+post, stock flow scripts
make -C /OpenROAD-flow-scripts/flow DESIGN_CONFIG=/design/flow/config.mk WORK_HOME=/design/flow/orfs finish
$ cat config.mk
export PLATFORM = sky130hd
export DESIGN_NAME = afifo
export DESIGN_NICKNAME = afifo
export VERILOG_FILES = /design/flow/design.v
export SDC_FILE = /design/flow/constraint.sdc
export NUM_CORES = 4
export LEC_CHECK = 1
export CORE_UTILIZATION = 30
$ cat constraint.sdc
current_design afifo

set clk_period 5.2
set clk_io_pct 0.2

create_clock -name clk0 -period $clk_period [get_ports {clk_r}]
create_clock -name clk1 -period $clk_period [get_ports {clk_w}]

set non_clock_inputs [all_inputs -no_clocks]
set_input_delay [expr $clk_period * $clk_io_pct] -clock clk0 $non_clock_inputs
set_output_delay [expr $clk_period * $clk_io_pct] -clock clk0 [all_outputs]
==> out/metrics.yaml <==
run_status:
  status: "complete, no violations"
die:
  core_mm2: 0.0399
  die_y_um: 204
  ios: 71
  chipArea_mm2: 0.0415
  row_count: 73
  fp.dieW_um: 204
  fp_util: 0.306
routing:
  avgViaCountPerCell: 4.62
  via_count: 6319
  drtIter0Drc: 368
  antenna_left: 0
  drc: 0
  wl_per_cell_um: 18.5
  drt-total-wl_um: 25300
  antennaDiodeCount: 0
  drt-pass1-iter-count: 4
place:
  io_buffers: 69
  post-place-ws_ns: 1.57
  gp_congestion: 0.755
  dpl.hpwl_um: 14300
clocking:
  cts_tree: "built"
  cts_setup_buffers: 0
  cts_sinks: 320
  clk_pin_slew_ns: 0.08
  cts-hold-fix-buffers: 0
  cts_resized: 0
yosys:
  ys.warnings.count: 4
  top_area_cell: "edfxtp_1"
  flop_cell: "edfxtp_1"
  synth.top_cells.by_count: "edfxtp_1 (256), mux2i_1 (131), a22oi_1 (64), dfxtp_1 (64), nor2_1 (50)"
  ys_cells: 745
  postSynthCellCount: 745
  top_cell_area_share: 0.629
  syn_area_mm2: 0.0122
  area_leaders: "edfxtp_1 (63%), mux2i_1 (11%), dfxtp_1 (10%), a22oi_1 (3.9%), nor2_1 (1.5%)"
  yosys.cell_count.top_type: "edfxtp_1"
  ys.flops: 320
  async_flop_share: 0
  synth_chip_area_mm2: 0.0122
  ys_seq_share: 0.734
  synth_cell_type_count: 32
  syn_avg_cell_area_um2: 16.4
  edf_count: 256
flow_run:
  log.warning_count: 29
  drv_cap: 0
min_path:
  min_path_type: "register to register"
  hold_path_depth: 1
pwr:
  seqPwrFrac: 0.511
  clock_power_share: 0.428
  p_sw_mw: 1.19
  p_comb_frac: 0.061
  p_per_area_mw_per_mm2: 390
  ir_drop_uv: 276
  leakage_nw: 4.55
  total_power_mw: 5.63
  sw_frac_of_total: 0.211
  p_int_mw: 4.44
grt:
  grt_pass1_wl_um: 38900
  antenna_found_initial: 0
  grt_max_degree: 104
  grt_pass1_vias: 6696
  grt.overflow.total: 0
  grt.total_usage: 0.132
worst_setup_path:
  reg2reg_depth: 8
  worstSetupPathType: "input pin to register"
  cp_max_fo: 34
  cp-start-kind: "input pin"
  end_kind: "register"
  cp.required_ns: 5.43
  critical_path_arrival_ns: 3.49
final_timing:
  setup_tns_ns: 0
  tightest_slew_ns: 0.801
  fin_ws_ns: 1.94
  hold_violations: 0
  slew_headroom: 0.466
  report.final.slew_viol_count: 0
  rsz0062_at_grt: "no"
  skew_ns: 0.0112
  setup_violations: 0
finish:
  syn_to_final_growth_pct: 18.2
  seq_area_mm2: 0.00897
  fillCellCount: 3662
  combGateArea_mm2: 0.00289
  final_util: 0.362
  drive_above_1_share: 0.0961
## power by group through the flow
| stage | Clock, mW | Sequential [mW] | Combinational (mW) |
|---|---|---|---|
| 4_1_cts | 2.47 | 2.88 | 0.350 |
| 6_report | 2.41 | 2.88 | 0.341 |
| 5_1_grt | 2.56 | 2.88 | 0.377 |
## final timing paths
check / slack (ns) / end / start
setup / recovery: 1.94 / rptr_h.empty$_SDFF_PP1_ / re_i
setup reg to reg: 2.72 / rptr_h.empty$_SDFF_PP1_ / rptr_h.empty$_SDFF_PP1_
hold reg to reg: 0.25 / sync_rptr.q1[2]$_SDFF_PP0_ / rptr_h.g_rptr[2]$_SDFF_PP0_
max in group clk1: 2.20 / fifo_mem.fifo[5][3]$_DFFE_PP_ / we_i
min in group clk0: 0.44 / sync_wptr.d_out[3]$_SDFF_PP0_ / sync_wptr.q1[3]$_SDFF_PP0_
hold / removal: 0.25 / sync_rptr.q1[2]$_SDFF_PP0_ / rptr_h.g_rptr[2]$_SDFF_PP0_
## critical path: stages
cell	delay (ns)
clkdlybuf4s50_1	0.45
nand2b_1	0.06
buf_4	0.29
inv_2	0.55
ha_1	0.35
xor2_1	0.27
xnor2_2	0.16
xnor2_1	0.08
o31ai_1	0.23
## state kept, by name (all words and copies together), names as in the netlist
register / cells
wptr_h.b_wptr: 4
wptr_h.full: 1
rptr_h.empty: 1
wptr_h.g_wptr: 3
sync_rptr.q1: 4
rptr_h.b_rptr: 4
rptr_h.g_rptr: 3
sync_rptr.d_out: 4
fifo_mem.data_out: 32
fifo_mem.fifo: 256
sync_wptr.d_out: 4
sync_wptr.q1: 4
## routing by layer
metal  track usage  up-vias  share of wire
met5             0        -              0
met4        0.0239        0          0.019
met3        0.0630       35          0.092
met2         0.203      227           0.47
met1         0.177     3074           0.41
li1              -     2983              -
## layout by cell type, fill, tap and decap left out, types with 21 or more instances in the layout
| master | instances |
|---|---|
| edfxtp_1 | 256 |
| o21ai_0 | 32 |
| a22oi_1 | 64 |
| clkbuf_16 | 34 |
| nor2_1 | 43 |
| clkdlybuf4s50_1 | 69 |
| a21oi_1 | 33 |
| nor2b_1 | 21 |
| dfxtp_1 | 63 |
| mux2i_1 | 131 |
## kinds of logic after synthesis
| kind of cell | count (synthesis) | synth area share |
|---|---|---|
| xor+xnor | 21 | 0.0175 |
| fa+ha+maj | 4 | 0.00410 |
| mux | 131 | 0.107 |
| simple gates | 91 | 0.0354 |
| flops | 320 | 0.734 |
| compound gates | 131 | 0.0672 |
| buf+inv | 47 | 0.0341 |
## area by class of cell
type / count / share of cell area
timing repair buffer: 84 / 0.0565
inverter: 2 / 0.000520
tap: 525 / 0.0455
sequential: 320 / 0.622
clock inverter: 19 / 0.0152
multi-input combinational: 378 / 0.200
clock buffer: 40 / 0.0605
## stage by stage
stage	area, um^2	hold WS, ns	cells
after global routing	14400	0.258	1368
final	14400	0.247	1368
after global placement	13300	0.422	1309
after floorplan	12200	0.414	745
after CTS	14400	0.238	1368
after detailed placement	13300	0.423	1309
Power is estimated from default activity; no workload was simulated.
